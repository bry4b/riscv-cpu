$ cat run.sh
#!/bin/bash
# OpenROAD 26Q1-2900-gdf79404cd8, Yosys 0.63+post, stock flow scripts
make -C /OpenROAD-flow-scripts/flow DESIGN_CONFIG=/design/flow/config.mk WORK_HOME=/design/flow/orfs finish
$ cat config.mk
export PLATFORM = sky130hd
export DESIGN_NAME = decode
export DESIGN_NICKNAME = decode
export VERILOG_FILES = /design/flow/design.v
export SDC_FILE = /design/flow/constraint.sdc
export NUM_CORES = 4
export LEC_CHECK = 1
export CORE_AREA = 10 10 70 70
export DIE_AREA = 0 0 80 80
$ cat constraint.sdc
current_design decode

set clk_period 2.7
set clk_io_pct 0.2

create_clock -name clk0 -period $clk_period

set non_clock_inputs [all_inputs -no_clocks]
set_input_delay [expr $clk_period * $clk_io_pct] -clock clk0 $non_clock_inputs
set_output_delay [expr $clk_period * $clk_io_pct] -clock clk0 [all_outputs]
$ cat design.v
module decode #(
    parameter INSTR_WIDTH = 32,
    parameter N_INSTR_PER_CYCLE = 1
) (
    input [INSTR_WIDTH-1:0] instr,
    output logic [4:0]  rd,
    output logic [4:0]  rs1,
    output logic [4:0]  rs2,
    output logic [31:0] imm,
    output logic [7:0]  ctrls,       
    output logic [3:0]  alu_sel,
    output logic [6:0]  opcode,
    output logic [2:0]  funct3,
    output logic valid
);
logic [6:0] funct7;
assign opcode = instr[6:0];
decode_ALUOp #(.INSTR_WIDTH(INSTR_WIDTH)) d1 (
    .instr (instr),
    .aluop (ctrls[1:0]),
    .alu_sel (alu_sel)
);
always_comb begin
    case(opcode)
        7'b0110011: begin  
            rd      = instr[11:7];
            funct3  = instr[14:12];
            rs1     = instr[19:15];
            rs2     = instr[24:20];
            funct7  = instr[31:25];
            imm     = 'd0;   
            ctrls[7]    = 1'b1;  
            ctrls[6]    = 1'b0;  
            ctrls[5]    = 1'b0;  
            ctrls[4]    = 1'b0;  
            ctrls[3]    = 1'b0;  
            ctrls[2]    = 1'b0;  
            ctrls[1:0]  = 2'b10;  
            valid = 1'b1;
        end
        7'b0000011: begin  
            rd      = instr[11:7];
            funct3  = instr[14:12];
            rs1     = instr[19:15];
            rs2     = 'd0;  
            funct7  = 'd0;  
            imm     = {instr[31:20], 20'b0} >>> 20;  
            ctrls[7]    = 1'b1;
            ctrls[6]    = 1'b1;
            ctrls[5]    = 1'b1;
            ctrls[4]    = 1'b1;
            ctrls[3]    = 1'b0;
            ctrls[2]    = (funct3 == 3'b000) ? 1'b0 : 1'b1;
            ctrls[1:0]  = 2'b00;  
            valid = 1'b1;
        end
        7'b0010011: begin  
            rd      = instr[11:7];
            funct3  = instr[14:12];
            rs1     = instr[19:15];
            rs2     = 'd0;  
            funct7  = 'd0;  
            imm     = {instr[31:20], 20'b0} >>> 20;
            ctrls[7]    = 1'b1;
            ctrls[6]    = 1'b1;
            ctrls[5]    = 1'b0;
            ctrls[4]    = 1'b0;
            ctrls[3]    = 1'b0;
            ctrls[2]    = 1'b1;  
            ctrls[1:0]  = 2'b10;
            valid = 1'b1;
        end
        7'b0100011: begin  
            rd      = 5'd0;
            funct3  = instr[14:12];
            rs1     = instr[19:15];
            rs2     = instr[24:20];
            funct7  = 'd0;  
            imm     = {instr[31:25], instr[11:7], 20'b0} >>> 20; 
            ctrls[7]    = 1'b0;
            ctrls[6]    = 1'b1;
            ctrls[5]    = 1'b0;
            ctrls[4]    = 1'b0;
            ctrls[3]    = 1'b1;
            ctrls[2]    = (funct3 == 3'b000) ? 1'b0 : 1'b1;
            ctrls[1:0]  = 2'b00;
            valid = 1'b1;
        end
        7'b0110111: begin  
            rd      = instr[11:7];
            funct3  = instr[14:12];
            rs1     = 'd0;  
            rs2     = 'd0;  
            funct7  = 'd0;  
            imm     = {instr[31:12], 12'b0}; 
            ctrls[7]    = 1'b1;
            ctrls[6]    = 1'b1;
            ctrls[5]    = 1'b0;
            ctrls[4]    = 1'b0;
            ctrls[3]    = 1'b0;
            ctrls[2]    = 1'b1;  
            ctrls[1:0]  = 2'b00;  
            valid = 1'b1;
        end
        default: begin  
            rd      = 'd0;
            funct3  = 'd0;
            rs1     = 'd0; 
            rs2     = 'd0;
            funct7  = 'd0;
            imm     = 'd0;
            ctrls[7]    = 1'b0;
            ctrls[6]    = 1'b0;
            ctrls[5]    = 1'b0;
            ctrls[4]    = 1'b0;
            ctrls[3]    = 1'b0;
            ctrls[2]    = 1'b0;
            ctrls[1:0]  = 2'b00;
            valid = 1'b0;
        end 
    endcase
end
endmodule
module decode_ALUOp # (
    parameter INSTR_WIDTH = 32
) (
    input [INSTR_WIDTH-1:0] instr,
    input [1:0] aluop,
    output logic [3:0] alu_sel
);
always_comb begin
    case (aluop)
        2'b00: alu_sel = 4'b0000;  
        2'b01: alu_sel = 4'b0001;  
        default: begin
            case (instr[14:12])
                3'b000: begin
                    case (instr[30] & instr[5])
                        1'b0: alu_sel = 4'b0000;  
                        1'b1: alu_sel = 4'b0001;  
                    endcase
                end
                3'b100: begin
                    alu_sel = 4'b1000;  
                end
                3'b110: begin
                    alu_sel = 4'b1100;  
                end
                3'b111: begin
                    alu_sel = 4'b1110;  
                end
                3'b001: begin
                    alu_sel = 4'b0010;  
                end
                3'b101: begin
                    case (instr[30]) 
                        1'b0: alu_sel = 4'b1010;  
                        1'b1: alu_sel = 4'b1011;  
                    endcase
                end
                default: begin
                    alu_sel = 4'b0000;  
                end
            endcase
        end
    endcase
end
endmodule
==> reports/qor.csv <==
metric,value,unit
warnings,33,
layout-drive-gt1-share,0.136,
fraction_of_the_mapped_netlist_area_in_simple_logic_gates,0.736,
detailed_place_hpwl,3.28,mm
fillerInstances,326,
post_layout_nonfiller_instances,259,
power.ir.vdd_worst,0.0000337,V
maxUsedRoutingLayer,met3,
post_synth.cell_area_avg,6.34,µm²
wl_per_cell,14.3,µm
std_cell_rows,21,
crit_slowest_cell,sky130_fd_sc_hd__clkdlybuf4s50_1,
timing.fmax,381,MHz
largest_net_degree_at_the_start_of_global_routing,13,
worstSetupPathType,in2out,
register_area,0,µm²
status,"finished, final reports clean",
timing.critical_path.from_type,primary input,
die_width,80,µm
worst_ep_required_time,2.16,ns
critical_path.endpoint_type,output pin,
most-common-layout-cells,"93 x sky130_fd_sc_hd__clkdlybuf4s50_1, 40 x sky130_fd_sc_hd__and2_1, 19 x sky130_fd_sc_hd__buf_4, 9 x sky130_fd_sc_hd__a21oi_1, 8 x sky130_fd_sc_hd__dlygate4sd2_1",
drtAntennaViolNets,0,
post_synth_ao_oa_area_fraction,0.0838,
core_area,3420,µm²
nFlopsAndLatches,0,
postCtsHoldBufs,0,
synthesis.area,672,µm²
synth.yosys.chip_area,672,µm²
die-height,80,µm
synth-adder-area-share,0,
power.switching_fraction,0.323,
critical_path.max_fanout,8,
synthToLayoutAreaGrowth,172,%
wire_length_of_the_first_global_routing_pass,5.79,mm
portBuffers,101,
drtIter0Drc,13,
drt_drc_violations_left,0,
sequentialPowerShare,0,
number_of_global_route_vias_before_repair,1158,
wirelength_met1,1.43,mm
p_comb_frac,1.000,
power.leakage,0.741,nW
path_cells,dlygate4sd2_1 > nand4bb_1 > buf_6 > nor2_2 > buf_4 > and2_1 > clkdlybuf4s50_1,
yosys-dominant-comb-family,simple AND/OR/NAND/NOR gates,
route.detailed.vias_per_inst,4.20,
power_per_cell_area,69.6,nW/µm²
p_sw,0.0411,mW
fin_total_pwr,0.127,mW
worst_path_largest_cell_delay,0.48,ns
grt_use_total,0.109,
final.clkbuf_count,0,
die-area,6400,µm²
drt_pass1_iterations,2,
antenna_cells,0,
yosysWarningCount,2,
worstPathArrival,2.08,ns
final_core_util,0.535,
rsz_0062_raised_after_global_routing,true,
num_io_pins,102,
final_max_slew_viol_count,0,
ys_sh_xor,0.0130,
power.share.clock,0,
finish.instance_area,1830,µm²
timing_hold_violations_final,0,
synth_stat.cells,106,
layout.cells.most_common,sky130_fd_sc_hd__clkdlybuf4s50_1,
cell_internal_pwr,0.0861,mW
antenna_found_initial,0,
placedInstanceArea,1800,µm²
vias,1088,
synth.lib_cells_used.distinct,26,
ys_seq_frac,0,
globalRouteOverflowTotal,0,
maxCapViolCount,0,
post-place-cells,257,
finalSetupViolations,0,
fin_crit_sh,0.972,
fp_util,0.197,
met3_wirelength,671,µm
post_synth_inst_count,106,
totalWireLength,3.72,mm
final.min_clock_period,2.62,ns
detailroute.wirelength.met2,1.62,mm
hold_class,in2out,
synthMuxAreaShare,0,
finalWeightedCongestion,0.747,
[worst max-delay path, delay by kind of cell]
family | cells | cell delay [ns]
buf+inv | 4 | 1.05
simple gates | 3 | 0.48
[cell type report]
cell class,instances,area (µm²),share of cell area
Inverter,1,3.75,0.00205
Multi-Input combinational cell,89,579,0.317
Tap cell,46,57.6,0.0315
Timing Repair Buffer,123,1190,0.649
[worst paths after layout]
path	depth (start not counted)	slack, ns	start	endpoint
worst min-delay path	2	1.72	instr[0]	opcode[0]
worst max-delay path	7	0.08	instr[6]	imm[14]
[cells by family (layout without fill, tap and decap cells)]
kind of cell    after synthesis  after routing
buf+inv                      17            124
simple gates                 77             77
other cells                   1              1
compound gates               10             10
xor+xnor                      1              1
[cells in the mapped netlist, types with 2 or more instances]
library cell / number / area share
sky130_fd_sc_hd__nor2_2: 2 / 0.019
sky130_fd_sc_hd__clkbuf_1: 3 / 0.017
sky130_fd_sc_hd__nor3b_1: 2 / 0.022
sky130_fd_sc_hd__nor3_1: 3 / 0.022
sky130_fd_sc_hd__nor2b_1: 7 / 0.065
sky130_fd_sc_hd__and2_1: 40 / 0.37
sky130_fd_sc_hd__buf_4: 9 / 0.10
sky130_fd_sc_hd__and3_1: 6 / 0.056
sky130_fd_sc_hd__nor2_1: 5 / 0.028
sky130_fd_sc_hd__a21oi_1: 9 / 0.067
sky130_fd_sc_hd__nand2_1: 3 / 0.017
sky130_fd_sc_hd__buf_2: 3 / 0.022
[power groups by stage]
| stage | combinational (mW) | sequential [mW] | clock, mW |
|---|---|---|---|
| 4_1_cts | 0.129 | 0 | 0 |
| 6_report | 0.127 | 0 | 0 |
| 5_1_grt | 0.140 | 0 | 0 |
[metal layers]
layer | vias up | track usage
met1 | 470 | 0.123
met2 | 63 | 0.177
met4 | 0 | 0
met3 | 0 | 0.0750
li1 | 555 | -
met5 | - | 0
[repair_timing]
| action | in CTS | in global routing |
|---|---|---|
| buffers inserted | 2 | 0 |
| gates resized | 13 | 1 |
| setup endpoints to repair | 60 | 4 |
| cloned | 0 | 0 |
| pin swaps | 3 | 0 |
[per-stage QoR]
stage	setup TNS, ns	setup slack, ns	hold WS (ns)
floorplan	0	0.707	1.15
global placement	-5.08	-0.168	1.92
detailed placement	-4.71	-0.160	1.91
CTS	0	0.0635	1.73
global route	-0.0532	-0.0173	1.75
finish	0	0.0754	1.72
