`flow/config.mk`:
```
export PLATFORM = sky130hd
export DESIGN_NAME = priority_encoder
export DESIGN_NICKNAME = priority_encoder
export VERILOG_FILES = /design/flow/design.v
export SDC_FILE = /design/flow/constraint.sdc
export NUM_CORES = 4
export LEC_CHECK = 1
export CORE_AREA = 10 10 72 72
export DIE_AREA = 0 0 82 82
```
`flow/constraint.sdc`:
```
current_design priority_encoder

set clk_period 5.9
set clk_io_pct 0.2

create_clock -name clk0 -period $clk_period

set non_clock_inputs [all_inputs -no_clocks]
set_input_delay [expr $clk_period * $clk_io_pct] -clock clk0 $non_clock_inputs
set_output_delay [expr $clk_period * $clk_io_pct] -clock clk0 [all_outputs]
```
`flow/design.v`:
```
module priority_encoder #(
    parameter WIDTH = 64,
    parameter TWO_SIDE = 0
) (
    input [WIDTH-1:0] in,
    output logic [$clog2(WIDTH)-1:0] out_MSB,
    output logic [$clog2(WIDTH)-1:0] out_LSB,
    output logic valid
);
logic valid_MSB, valid_LSB;
localparam NUM_BLOCKS = (WIDTH + 3) >> 2;  
logic [NUM_BLOCKS-1:0] valid_blocks_MSB;
logic [1:0] block_outs_MSB [NUM_BLOCKS-1:0];
logic [NUM_BLOCKS-1:0] valid_blocks_LSB;
logic [1:0] block_outs_LSB [NUM_BLOCKS-1:0];
genvar i;
generate 
    for (i = 0; i < NUM_BLOCKS; i = i + 1) begin : gen_blocks
        priority_encoder_MSB_4b encoder_block_MSB (
            .in (in[(i<<2)+3:(i<<2)]),
            .out (block_outs_MSB[i]),
            .valid (valid_blocks_MSB[i])
        );
        if (TWO_SIDE) begin
            priority_encoder_LSB_4b encoder_block_LSB (
                .in (in[(i<<2)+3:(i<<2)]),
                .out (block_outs_LSB[i]),
                .valid (valid_blocks_LSB[i])        
            );
        end
    end
endgenerate
logic breakout_A, breakout_B;
always_comb begin
    out_MSB = 1'b0;
    valid_MSB = 1'b0;
    breakout_A = 1'b0;
    for (int j = NUM_BLOCKS-1; j >= 0; j = j - 1) begin
        if (~breakout_A) begin
            if (valid_blocks_MSB[j]) begin
                out_MSB = {j[3:0], block_outs_MSB[j]};
                valid_MSB = 1'b1;
                breakout_A = 1'b1;
            end
        end
    end
end
always_comb begin
    if (TWO_SIDE) begin
        out_LSB = 1'b0;
        valid_LSB = 1'b0;
        breakout_B = 1'b0;
        for (int j = 0; j < NUM_BLOCKS; j = j + 1) begin
            if (~breakout_B) begin
                if (valid_blocks_LSB[j]) begin
                    out_LSB = {j, block_outs_LSB[j]};
                    valid_LSB = 1'b1;
                    breakout_B = 1'b1;
                end
            end
        end
    end else begin
        out_LSB = 1'b0;
        valid_LSB = 1'b1;
        breakout_B = 1'b1;
    end
end
assign valid = valid_MSB && valid_LSB;
endmodule
module priority_encoder_MSB_4b (
    input [3:0] in,                  
    output logic [1:0] out,                
    output logic valid                     
);
always_comb begin
    if (in[3]) out = 2'b11;
    else if (in[2]) out = 2'b10;
    else if (in[1]) out = 2'b01;
    else out = 2'b00;
    valid = in != 4'b0;    
end
endmodule
module priority_encoder_LSB_4b (
    input [3:0] in,
    output logic [1:0] out,
    output logic valid
);
always_comb begin
    if (in[0]) out = 2'b00;
    else if (in[1]) out = 2'b01;
    else if (in[2]) out = 2'b10;
    else out = 2'b11;
    valid = in != 4'b0;
end
endmodule
```
`flow/run.sh`:
```
#!/bin/bash
# OpenROAD 26Q1-2900-gdf79404cd8, Yosys 0.63+post, stock flow scripts
make -C /OpenROAD-flow-scripts/flow DESIGN_CONFIG=/design/flow/config.mk WORK_HOME=/design/flow/orfs finish
```
==> deck_impl_summary.md <==
Implementation Results

Logic synthesis
  – Post-Synthesis Mean Instance Area: 6.04 µm²
  – Synthesized instance count: 130
  – Mapped cell area: 786 µm²
  – Cell variety after synth: 37
  – Yosys synthesis warning count: 3
  – Post-synth seq share: 0
  – Yosys stat chip area: 786 µm²
  – Count of instantiated cells in the yosys netlist: 130

Final timing
  – Final count of pins violating max slew: 0
  – Total count of hold-check failures in the final report: 0
  – Relative slew margins: 0.565
  – Setup TNS after final layout: 0 ns
  – Number of failing setup endpoints in the final timing report: 0
  – Setup repair after global routing missed its margin: false
  – Final critical delay including setup and external delays: 5.23 ns
  – Maximum clock frequency: 0.191 GHz
  – Transition at the pin with the smallest max-transition slack: 0.646 ns
  – Final setup margin: 0.670 ns
  – Final period utilization: 0.886

Place
  – Place WS: 0.671 ns
  – Detailed-placement wirelength estimate: 3100 µm
  – PortBufs: 71
  – RePlAce Congestion: 0.836

Drt
  – Sum of routed wire length over all layers: 3390 µm
  – Per-cell via count in the routed design: 4.67
  – DR iter-0 viols: 50
  – Remaining routing DRC violations: 0
  – Count of antenna diodes in the layout: 0
  – Post-route ant nets: 0
  – Average wire length per cell after detail routing: 13.7 µm
  – First-pass iteration count of the detailed router: 4
  – Total number of vias: 1159

Global routing
  – Overall fraction of global-route tracks in use: 0.0944
  – Pin count of the biggest net entering global routing: 7
  – Overflow left after global routing: 0
  – Via count of the first global-routing pass: 1127
  – Global-route wire length before repair: 5230 µm
  – Number of antenna violations at the first check in global routing: 0

Clock tree
  – Number of buffers inserted to repair setup after CTS: 0
  – Count of cells resized by post-cts repair: 0
  – Post-cts hold buffer count: 0

Pwr
  – Total power of the final layout: 76.0 µW
  – Worst supply voltage drop on vdd: 0.0155 mV
  – Power density over cell area: 49.7 nW/µm²
  – Leakage Power: 0.568 nW

Layout
  – Clock tree buffer count of the final layout: 0
  – Most common logic cell in the routed design: sky130_fd_sc_hd__clkdlybuf4s50_1
  – Number of flip-flops and latches: 0
  – Sequential standard cell area: 0 µm²
  – Layout filler cell count: 383
  – Ratio of cells with drive above 1 in the final layout: 0.0350
  – Signed area change from the synthesized netlist to the final layout: 94.7%
  – Most frequent cells in the layout: 71 x sky130_fd_sc_hd__clkdlybuf4s50_1, 21 x sky130_fd_sc_hd__nor2_1, 15 x sky130_fd_sc_hd__inv_1

Worst setup path
  – Critical path start-end classification: primary input to output pin
  – Maximum fanout along the worst path: 6
  – Signal arrival time at the worst endpoint: 4.05 ns
  – Critical path launch point type: primary input
  – Endpoint class of the critical path: output pin
  – Required time of the worst setup path: 4.72 ns

Floorplanning
  – IO Pins: 77
  – Core footprint: 3690 µm²
  – Effective utilization at floorplan: 0.213
  – Number of cell rows: 22
  – Die Wd: 82 µm
  – Floorplan die height: 82 µm
  – Total die area: 6720 µm²

Run status
  – Run status: completed

Min path
  – Worst hold endpoint: valid
  – Path class of the lowest-slack min-delay path: primary input to output pin
  – Hold Path Stages: 4
  – Worst hold path startpoint: in[0]

Job
  – Stage-log warning count: 32
  – Total of max-cap violations: 0
[critical path, stage by stage]
cell                              delay, ns
sky130_fd_sc_hd__clkdlybuf4s50_1       0.44
sky130_fd_sc_hd__or4_4                 0.56
sky130_fd_sc_hd__and4bb_2              0.38
sky130_fd_sc_hd__nand4_4               0.12
sky130_fd_sc_hd__or4_1                 0.53
sky130_fd_sc_hd__a21o_1                0.19
sky130_fd_sc_hd__a32oi_1               0.14
sky130_fd_sc_hd__clkdlybuf4s50_1       0.51
[how the worst max path moves through the flow]
stage | from | end | slack [ns]
5_1_grt | in[17] | out_MSB[1] | 0.50
4_1_cts | in[63] | out_MSB[3] | 0.67
6_report | in[63] | out_MSB[3] | 0.67
[kinds of logic after synthesis]
kind of cell | synth area share
compound gates | 0.382
simple gates | 0.484
buf+inv | 0.129
other cells | 0.00477
[cell usage after synthesis]
cell	number	area, µm²
sky130_fd_sc_hd__nor2_1	21	78.8
sky130_fd_sc_hd__o211ai_1	3	22.5
sky130_fd_sc_hd__a21oi_1	14	70.1
sky130_fd_sc_hd__nor4_1	8	50.1
sky130_fd_sc_hd__nor3_1	2	10.0
sky130_fd_sc_hd__a221oi_1	1	8.76
sky130_fd_sc_hd__nand4_4	1	21.3
sky130_fd_sc_hd__o21bai_1	3	22.5
sky130_fd_sc_hd__a2111oi_0	1	8.76
sky130_fd_sc_hd__buf_4	6	45.0
sky130_fd_sc_hd__nand4_1	2	12.5
sky130_fd_sc_hd__nor4_4	1	21.3
sky130_fd_sc_hd__a2bb2oi_1	1	8.76
sky130_fd_sc_hd__nand4b_1	1	8.76
sky130_fd_sc_hd__nand2b_1	4	25.0
sky130_fd_sc_hd__inv_1	15	56.3
sky130_fd_sc_hd__conb_1	1	3.75
sky130_fd_sc_hd__a21o_1	2	15.0
sky130_fd_sc_hd__o21ai_0	6	30.0
sky130_fd_sc_hd__nor4_2	1	12.5
sky130_fd_sc_hd__and2_1	1	6.26
sky130_fd_sc_hd__and4bb_2	1	12.5
sky130_fd_sc_hd__nand2_1	7	26.3
sky130_fd_sc_hd__a31o_2	1	8.76
sky130_fd_sc_hd__or4_4	2	22.5
sky130_fd_sc_hd__a211oi_1	4	30.0
sky130_fd_sc_hd__a31oi_1	2	12.5
sky130_fd_sc_hd__a32oi_1	1	8.76
sky130_fd_sc_hd__nor2b_1	2	12.5
sky130_fd_sc_hd__nor4bb_1	1	10.0
sky130_fd_sc_hd__nor4b_1	1	8.76
sky130_fd_sc_hd__o41ai_1	1	8.76
sky130_fd_sc_hd__o31ai_1	4	30.0
sky130_fd_sc_hd__or4_1	4	30.0
sky130_fd_sc_hd__nand3_1	1	5.00
sky130_fd_sc_hd__and3_1	1	6.26
sky130_fd_sc_hd__a21boi_0	2	15.0
[power breakdown]
part | internal, mW | switching [mW]
Combinational | 0.0498 | 0.0262
Clock | 0 | 0
Sequential | 0 | 0
[stage by stage]
stage,instance area [µm²],cells,hold WS (ns),utilization
floorplan,805,135,2.42,-
global route,1530,248,3.47,0.415
detailed placement,1530,248,3.42,0.415
finish,1530,248,3.42,0.415
global placement,1530,248,3.43,0.415
CTS,1530,248,3.43,0.415
[per-layer routing]
layer  part of all wire  global-route usage  vias to the layer above
li1                   -                   -                      633
met5                  0                   0                        -
met1               0.46               0.133                      479
met4                  0                   0                        0
met3               0.14              0.0463                        0
met2               0.40               0.135                       47
[layout make-up]
class	count	area (µm²)	share of cell area
repair buffers	71	711	0.464
multi-input cells	114	703	0.460
well taps	48	60.1	0.0392
inverters	15	56.3	0.0368
Power and IR drop assume default switching activity.
