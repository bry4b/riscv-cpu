[config.mk]
export PLATFORM = sky130hd
export DESIGN_NAME = functional_unit
export DESIGN_NICKNAME = functional_unit
export VERILOG_FILES = /design/flow/design.v
export SDC_FILE = /design/flow/constraint.sdc
export NUM_CORES = 4
export LEC_CHECK = 1
export CORE_UTILIZATION = 40
[design.v]
module functional_unit #(
    parameter REG_SIZE = 32,
    parameter NUM_TAGS = 64,
    parameter NUM_TAGS_LOG2 = $clog2(NUM_TAGS),
    parameter ROB_SIZE = 64,
    parameter ROB_SIZE_LOG2 = $clog2(ROB_SIZE)
) (
    input clk,
    input rst, 
    input [3:0] op,                              
    input [REG_SIZE-1:0] rs1,                    
    input [REG_SIZE-1:0] rs2,                    
    input [NUM_TAGS_LOG2-1:0] tags_in,          
    input [ROB_SIZE_LOG2-1:0] rob_index_in,     
    input valid_in,
    input loadstore_in,
    output logic [REG_SIZE-1:0] rd,              
    output logic [NUM_TAGS_LOG2-1:0] tags_out,  
    output logic [ROB_SIZE_LOG2-1:0] rob_index_out,
    output logic valid_out,
    output logic loadstore_out
);
logic [REG_SIZE-1:0] rd_d;
always_comb begin
    if (valid_in) begin
        case (op)
            4'b0000: begin  
                rd = rs1 + rs2;
            end
            4'b0001: begin  
                rd = rs1 - rs2;
            end
            4'b1000: begin  
                rd = rs1 ^ rs2;
            end
            4'b1100: begin  
                rd = rs1 | rs2;
            end
            4'b1110: begin  
                rd = rs1 & rs2;
            end
            4'b0010: begin  
                rd = rs1 <<< rs2;
            end
            4'b1010: begin  
                rd = rs1 >>> rs2;
            end
            4'b1011: begin  
                rd = rs1 >> rs2;
            end
            default: begin
                rd = 32'b0;
            end
        endcase
    end else begin
        rd = 32'b0;
    end
end
assign tags_out = tags_in;
assign rob_index_out = rob_index_in;
assign valid_out = valid_in & ~loadstore_in;
assign loadstore_out = loadstore_in;
endmodule
[run.sh]
#!/bin/bash
# OpenROAD 26Q1-2900-gdf79404cd8, Yosys 0.63+post, stock flow scripts
make -C /OpenROAD-flow-scripts/flow DESIGN_CONFIG=/design/flow/config.mk WORK_HOME=/design/flow/orfs finish
[constraint.sdc]
current_design functional_unit

set clk_period 26.2
set clk_io_pct 0.2

create_clock -name clk0 -period $clk_period

set non_clock_inputs [all_inputs -no_clocks]
set_input_delay [expr $clk_period * $clk_io_pct] -clock clk0 $non_clock_inputs
set_output_delay [expr $clk_period * $clk_io_pct] -clock clk0 [all_outputs]
==> results.cfg <==
; yosys + openroad results
[synthesis]
synth_stat.cells = 1147
post_synth_main_area_contributors = ha_1 (15%), mux4_2 (12%), mux2i_1 (6.5%)
synth_cell_type_count = 75
yosys-top-cells-count = nand2_1 (109), nor2_1 (109), ha_1 (96), a21oi_1 (80), o21ai_0 (78)
yosysWarningCount = 1
postSynthCellCount = 1147
netlist.top_cell.by_area = ha_1
synth_largest_type_area_fraction = 0.1476
syn-mean-instance-area_um2 = 7.097
yosys.stat.chipArea_um2 = 8140
netlist_area_before_placement_um2 = 8140
yosys.stat.seqShare = 0

[setup_path]
critPathKind = input pin to output pin
critPathSlowestCell = a31oi_1
critical_path.max_stage_delay_ps = 640
cp.arrival_ps = 10720
setup.worst_path.start = rs2[0]
critPathLaunchType = input pin
critical_path.endpoint_type = output pin
cp_cell_sequence = buf_4 > inv_1 > ha_1 > a31oi_1 > a21oi_1 > o21ai_0 > xnor2_1 > ha_1 > a21o_1 > a221o_1 > o31a_1 > and4_1 > a21oi_1 > a211oi_1 > a211o_1 > a311oi_1 > clkdlybuf4s50_1
timing.critical_path.to = rd[28]
path_max_fanout = 38
timing.critical_path.required_ps = 20960

[floorplanning]
die_area_um2 = 20930
io_pins = 130
rows = 51
floorplan.die.height_um = 144.7
die_w_um = 144.7
floorplanUtilization = 0.4128
coreArea_um2 = 19720

[drt]
wl_per_cell_um = 25.09
drt.antenna.violating_nets = 0
postRouteWirelength_um = 35980
number_of_antenna_repair_diodes = 0
drt_first_pass_iters = 5
detailroute.via_count = 9309
vias_per_cell = 6.492
route.detailed.drc = 0
first_iter_violations = 808

[cells_and_area]
seqCellArea_um2 = 0
final.clkbuf_count = 0
share_of_cells_above_drive_strength_1 = 0.09410
flops = 0
finalInstanceArea_um2 = 9191
areaGrowthSynthToFinish_pct = 12.91
finalCoreUtilization = 0.4661

[final_timing]
slew_headroom = 0.3504
fmax_mhz = 62.67
final_period_minus_worst_setup_slack_ps = 15960
setup_viol = 0
worstMarginPinSlew_ps = 964.3
hold_slack_ps = 10480
final-max-slew-violation-count = 0
fin_tns_setup_ps = 0
fin_crit_share = 0.6090
grt_setup_unrepaired = no
report.final.hold_viol_count = 0

[place]
placed_area_um2 = 9191
gp_routability_congestion = 1.025
port_buffers = 104
place.detailed.hpwl_um = 27000

[global_routing]
antenna_violations_before_repair = 0
track_usage = 0.3572
globalRouteOverflowTotal = 0
grt_pass1_wl_um = 54170
grt_pass1_vias = 8603
pin_count_of_the_biggest_net_entering_global_routing = 66

[status]
status = finished, final reports clean

[hold_path]
timing.hold.worst.class = input pin to output pin

[clocking]
postCtsHoldBufs = 0
post_cts_setup_buffer_count = 0
cts.repair.resized = 0

[flow_run]
cap_violations = 0
warning_count = 67

[power]
irDropWorstVdd_mv = 0.01361
p_leak_nw = 3.605
power_per_cell_area_nw_per_um2 = 17.92
[where the power goes]
group | internal (W) | total [W] | switching (W) | leakage, nW
Sequential | 0 | 0 | 0 | 0
Combinational | 0.0000675 | 0.000165 | 0.0000972 | 3.60
Clock | 0 | 0 | 0 | 0
[cells in the final DEF, fill, tap and decap left out, types with 8 or more instances in the layout]
| cell type | netlist | routed |
|---|---|---|
| nand4_1 | 8 | 8 |
| a31oi_1 | 26 | 26 |
| ha_1 | 96 | 96 |
| xnor2_1 | 40 | 40 |
| or3_1 | 9 | 9 |
| inv_1 | 72 | 72 |
| nor2_1 | 109 | 109 |
| clkdlybuf4s50_1 | 0 | 100 |
| a21oi_1 | 80 | 80 |
| a211oi_1 | 10 | 10 |
| a21o_1 | 8 | 8 |
| o21ai_0 | 78 | 78 |
| nand3b_1 | 12 | 12 |
| mux2_2 | 17 | 17 |
| nor3_1 | 32 | 31 |
| o211ai_1 | 20 | 20 |
| nor4_1 | 10 | 10 |
| nand2_1 | 109 | 109 |
| and3_1 | 11 | 11 |
| mux2i_1 | 53 | 53 |
| nand3_1 | 28 | 28 |
| o31ai_1 | 12 | 12 |
| mux4_2 | 45 | 45 |
| a221oi_1 | 27 | 27 |
| buf_4 | 13 | 23 |
| nand2b_1 | 8 | 8 |
[metal layers]
layer	GRT usage	routed length, um	part of all wire	vias up
li1	-	-	-	4347
met1	0.4989	15210	0.42	4418
met2	0.5622	16350	0.45	468
met3	0.05226	3008	0.084	76
met4	0.1330	1408	0.039	0
met5	0	0	0	-
[worst min-delay path by stage]
stage | endpoint | depth (start not counted) | slack (ps) | startpoint
finish | rob_index_out[0] | 0 | 10480 | rob_index_in[0]
global route | rob_index_out[0] | 0 | 10480 | rob_index_in[0]
CTS | rob_index_out[0] | 0 | 10480 | rob_index_in[0]
[cells by family after synthesis]
group                    count (synthesis)  share of synthesized area
AND/OR/NAND/NOR                        368                     0.2150
AND-OR/OR-AND                          342                     0.2774
buffers and inverters                  178                    0.09376
multiplexers                           115                     0.2132
adder cells (fa/ha/maj)                 97                     0.1500
XOR/XNOR                                47                    0.05057
[area by class of cell]
| type | count | area [um^2] |
|---|---|---|
| fillers | 2002 | 10530 |
| inverters | 74 | 277.8 |
| multi-input cells | 969 | 7393 |
| well taps | 265 | 331.6 |
| repair buffers | 126 | 1189 |
[worst max-delay path, delay by kind of cell]
kind	cells	cell delay, ps
and+or+nand+nor	1	220
adders and majority gates	2	700
AOI/OAI and AO/OA	10	2910
buffers and inverters	3	1500
xor gates and xnor gates	1	90
[through the flow]
step | total power (W) | worst slack [ps] | std cells
2_1_floorplan | 0.0001052 | 11890 | 1147
3_3_place_gp | 0.0001611 | 10380 | 1434
3_5_place_dp | 0.0001609 | 10380 | 1434
4_1_cts | 0.0001620 | 10360 | 1434
5_1_grt | 0.0001791 | 9894 | 1434
6_report | 0.0001647 | 10240 | 1434
Power and IR drop assume default switching activity.
